### /design/flow/run.sh
#!/bin/bash
# OpenROAD 26Q1-2900-gdf79404cd8, Yosys 0.63+post, stock flow scripts
make -C /OpenROAD-flow-scripts/flow DESIGN_CONFIG=/design/flow/config.mk WORK_HOME=/design/flow/orfs finish
### /design/flow/config.mk
export PLATFORM = sky130hd
export DESIGN_NAME = ps2_top
export DESIGN_NICKNAME = ps2_top
export VERILOG_FILES = /design/flow/design.v
export SDC_FILE = /design/flow/constraint.sdc
export NUM_CORES = 4
export LEC_CHECK = 1
export CORE_UTILIZATION = 50
### /design/flow/constraint.sdc
current_design ps2_top

set clk_period 4.2
set clk_io_pct 0.2

create_clock -name clk0 -period $clk_period [get_ports {CLOCK}]

set non_clock_inputs [all_inputs -no_clocks]
set_input_delay [expr $clk_period * $clk_io_pct] -clock clk0 $non_clock_inputs
set_output_delay [expr $clk_period * $clk_io_pct] -clock clk0 [all_outputs]
### /design/flow/design.v
module ps2_init_funcmod
(
    input CLOCK, RESET,  
	 inout PS2_CLK,  
	 inout PS2_DAT,  
	 output [1:0]oEn  
);  
    parameter T100US = 13'd5000;
	 parameter FF_Write = 7'd32;
    reg F2,F1; 
    always @ ( posedge CLOCK or negedge RESET )
	     if( !RESET )
		      { F2,F1 } <= 2'b11;
		  else 
		      { F2, F1 } <= { F1, PS2_CLK };
	 wire isH2L = ( F2 == 1'b1 && F1 == 1'b0 );
	 reg [8:0]T;
	 reg [6:0]i,Go;
	 reg [12:0]C1;
	 reg rCLK,rDAT;
	 reg isQ1,isQ2,isEx;
	 reg [1:0]isEn;
	 always @ ( posedge CLOCK or negedge RESET )
	     if( !RESET )
		      begin
					 T <= 9'd0;
					 C1 <= 13'd0;
					 { i,Go } <= { 7'd0,7'd0 };
					 { rCLK,rDAT } <= 2'b11;
					 { isQ1,isQ2,isEx } <= 3'b000;
					 isEn <= 2'b00;
				end
		   else   
			    case( i )
					  0:  
					  begin T <= { 1'b1, 8'hF3 }; i <= FF_Write; Go <= i + 1'b1; end
					  1:  
					  begin T <= { 1'b0, 8'hC8 }; i <= FF_Write; Go <= i + 1'b1; end
					  2:  
					  begin T <= { 1'b1, 8'hF3 }; i <= FF_Write; Go <= i + 1'b1; end
					  3:  
					  begin T <= { 1'b0, 8'h64 }; i <= FF_Write; Go <= i + 1'b1; end
					  4:  
					  begin T <= { 1'b1, 8'hF3 }; i <= FF_Write; Go <= i + 1'b1; end
					  5:  
					  begin T <= { 1'b1, 8'h50 }; i <= FF_Write; Go <= i + 1'b1; end
					  6:  
					  begin T <= { 1'b0, 8'hF2 }; i <= FF_Write; Go <= i + 1'b1; end
					  7:  
					  if( T[7:0] == 8'h03 ) begin isEx <= 1'b1; i <= i + 1'b1; end
					  else if( T[7:0] == 8'h00 ) begin isEx <= 1'b0; i <= i + 1'b1; end
					  8:  
					  begin T <= { 1'b0, 8'hF4 }; i <= FF_Write; Go <= i + 1'b1; end
					  9:
					  if( isEx ) isEn[1] <= 1'b1;
					  else if( !isEx ) isEn[0] <= 1'b1;
					  32:  
					  if( C1 == T100US -1 ) begin C1 <= 13'd0; i <= i + 1'b1; end
					  else begin isQ1 = 1'b1; rCLK <= 1'b0; C1 <= C1 + 1'b1; end
					  33:  
					  begin isQ1 <= 1'b0; rCLK <= 1'b1; isQ2 <= 1'b1; i <= i + 1'b1; end
					  34:  
					  begin rDAT <= 1'b0; i <= i + 1'b1; end
					  35,36,37,38,39,40,41,42,43:   
					  if( isH2L ) begin rDAT <= T[ i-35 ]; i <= i + 1'b1; end
					  44:  
					  if( isH2L ) begin rDAT <= 1'b1; i <= i + 1'b1; end
					  45:  
					  if( isH2L ) begin i <= i + 1'b1; end
					  46:  
					  begin isQ2 <= 1'b0; i <= i + 1'b1; end
					  47,48,49,50,51,52,53,54,55,56,57:  
					  if( isH2L ) i <= i + 1'b1;
					  58:  
					  if( T[7:0] == 8'hF2 ) i <= i + 1'b1;
					  else i <= Go;
					  59:   
					  if( isH2L ) i <= i + 1'b1; 
					  60,61,62,63,64,65,66,67,68:  
					  if( isH2L ) begin T[i-60] <= PS2_DAT; i <= i + 1'b1; end
					  69:  
					  if( isH2L ) i <= Go;
				 endcase
	 assign PS2_CLK = isQ1 ? rCLK : 1'bz;
	 assign PS2_DAT = isQ2 ? rDAT : 1'bz;
	 assign oEn = isEn;
endmodule
module ps2_interface
(
    input CLOCK, RESET,  
	 inout PS2_CLK, PS2_DAT,  
	 output L,  
	 output R,  
	 output M,  
	 output Xd,  
	 output Yd,  
	 output Zd,  
	 output Trig,  
	 output [7:0]X,  
	 output [7:0]Y,  
	 output Z  
);
    wire [1:0]EnU1;
     ps2_init_funcmod U1
	 (
	     .CLOCK( CLOCK ),
		  .RESET( RESET ),
		  .PS2_CLK( PS2_CLK ),  
		  .PS2_DAT( PS2_DAT ),  
		  .oEn( EnU1 )  
	 );
	 wire [31:0]DataU2;
	  ps2_read_funcmod U2
	 (
	     .CLOCK( CLOCK ),
		  .RESET( RESET ),
		  .PS2_CLK( PS2_CLK ),  
		  .PS2_DAT( PS2_DAT ),  
		  .iEn( EnU1 ),       
		  .oTrig(Trig),
		  .oData( DataU2 )   
	 );
    assign L = DataU2[0];
    assign R = DataU2[1];
    assign M = DataU2[2];
	 assign Xd = DataU2[4];
	 assign Yd = DataU2[5];
	 assign Zd = DataU2[31];
    assign X = DataU2[15:8];
	 assign Y = DataU2[23:16];
	 assign Z = DataU2[24];
endmodule
module ps2_read_funcmod
(
    input CLOCK, RESET,  
	 input PS2_CLK,PS2_DAT,  
	 input [1:0]iEn,  
	 output oTrig,  
	 output [31:0]oData  
);  
	 parameter FF_Read = 7'd32;
    reg F2,F1; 
    always @ ( posedge CLOCK or negedge RESET )
	     if( !RESET )
		      { F2,F1 } <= 2'b11;
		  else 
		      { F2, F1 } <= { F1, PS2_CLK };
	 wire isH2L = ( F2 == 1'b1 && F1 == 1'b0 );
	 reg [31:0]D1;
	 reg [7:0]T;
	 reg [6:0]i,Go;
	 reg isDone;
	 always @ ( posedge CLOCK or negedge RESET )
	     if( !RESET )
		      begin
				    D1 <= 32'd0;
					 T <= 8'd0;
					 { i,Go } <= { 7'd0,7'd0 };
					 isDone <= 1'b0;
				end
		   else if( iEn[1] )  
			    case( i )
					  0:  
					  begin i <= FF_Read; Go <= i + 1'b1; end
					  1:  
					  begin D1[7:0] <= T; i <= i + 1'b1; end
					  2:  
					  begin i <= FF_Read; Go <= i + 1'b1; end
					  3:  
					  begin D1[15:8] <= T; i <= i + 1'b1; end
					  4:  
					  begin i <= FF_Read; Go <= i + 1'b1; end
					  5:  
					  begin D1[23:16] <= T; i <= i + 1'b1; end
					  6:  
					  begin i <= FF_Read; Go <= i + 1'b1; end
					  7:  
					  begin D1[31:24] <= T; i <= i + 1'b1; end
					  8:
					  begin isDone <= 1'b1; i <= i + 1'b1; end
					  9:
					  begin isDone <= 1'b0; i <= 7'd0; end
					  32:  
					  if( isH2L ) i <= i + 1'b1; 
					  33,34,35,36,37,38,39,40:   
					  if( isH2L ) begin T[i-33] <= PS2_DAT; i <= i + 1'b1;  end
					  41:  
					  if( isH2L ) i <= i + 1'b1;
					  42:  
					  if( isH2L ) i <= Go;
				 endcase
			else if( iEn[0] )  
			    case( i )
					  0:  
					  begin i <= FF_Read; Go <= i + 1'b1; end
					  1:  
					  begin D1[7:0] <= T; i <= i + 1'b1; end
					  2:  
					  begin i <= FF_Read; Go <= i + 1'b1; end
					  3:  
					  begin D1[15:8] <= T; i <= i + 1'b1; end
					  4:  
					  begin i <= FF_Read; Go <= i + 1'b1; end
					  5:  
					  begin D1[23:16] <= T; i <= i + 1'b1; end
					  6:
					  begin isDone <= 1'b1; i <= i + 1'b1; end
					  7:
					  begin isDone <= 1'b0; i <= 7'd0; end
					  32:  
					  if( isH2L ) i <= i + 1'b1; 
					  33,34,35,36,37,38,39,40:   
					  if( isH2L ) begin T[i-33] <= PS2_DAT; i <= i + 1'b1;  end
					  41:  
					  if( isH2L ) i <= i + 1'b1;
					  42:  
					  if( isH2L ) i <= Go;
				 endcase
	assign oTrig = isDone;
    assign oData = D1;
endmodule
module ps2_top
(
    input CLOCK, RESET,  
	 inout PS2_CLK, PS2_DAT,  
	 output [2:0]lrm,  
	 output reg[10:0]xs,  
	 output reg[10:0]ys,  
	 output [1:0]zs,  
	 output Trig  
);
    parameter XMAX = 11'd639;
	 parameter YMAX = 11'd479;
    parameter XINIT = 11'd320;
	 parameter YINIT = 11'd240;
    wire L, R, M, Xd, Yd, Zd;
	 wire [7:0]X;
	 wire [7:0]Y;
	 wire Z;
     ps2_interface U1
	 (
	     .CLOCK( CLOCK ),
		  .RESET( RESET ),
		  .PS2_CLK( PS2_CLK ),
		  .PS2_DAT( PS2_DAT ),
		  .L( L ),
		  .R( R ),
		  .M( M ),
		  .Xd( Xd ),
		  .Yd( Yd ),
		  .Zd( Zd ),
		  .Trig( Trig ),
		  .X( X ),
		  .Y( Y ),
		  .Z( Z )
	 );
	 assign lrm = {M, R, L};
	 always @(posedge Trig or negedge RESET)
	 begin
	     if (!RESET)
		  begin
		      xs <= XINIT;
				ys <= YINIT;
		  end
		  else
		  begin
		      if (Xd == 0)
				begin
				    if (XMAX - xs > {3'b0, X})
					     xs <= xs + {3'b0, X};
					 else
					     xs <= XMAX;
				end
				else
				begin
				    if (xs > {3'b0, -X})
					     xs <= xs + {3'b111, X};
					 else
					     xs <= 11'b0;
				end
				if (Yd == 0)
				begin
				    if (ys > {3'b0, Y})
					     ys <= ys - {3'b0, Y};
					 else
					     ys <= 11'b0;
				end
				else
				begin
				    if (YMAX - ys > {3'b0, -Y})
					     ys <= ys - {3'b111, Y};
					 else
					     ys <= YMAX;
				end
		  end
	 end
	 assign zs = {Zd, Z};
endmodule
==> impl_report.txt <==
FLOW METRICS REPORT
----------------------------------------------------
[Yosys]
  Async set-or-reset flop fraction in the synthesized netlist ........................ 100.0%
  Instance count of the mapped netlist ........................ 1036
  Total standard cell area after synthesis ........................ 8987 um2
  Flip-flops with a built-in enable ........................ 0
  Most used flip-flop cell after synthesis ........................ dfrtp_1
  Sequential-to-total area share from yosys stat ........................ 31.05%
  Cell Type Count ........................ 92
  Average size of a mapped cell ........................ 8.675 um2
  Yosys cell count ........................ 1036
  Total of warnings raised by yosys ........................ 5
  Chip area line of the yosys report ........................ 8987 um2
  Post-synthesis register bit count ........................ 111

[Floorplan]
  Die height ........................ 136.1 um
  Die boundary width ........................ 136.1 um
  Total I/O pin count ........................ 32
  Row count ........................ 48
  FP Core Util ........................ 51.60%

[STA]
  Count of unclocked register or latch pins ........................ 22
  Endpoints left unconstrained ........................ 44

[Clock network]
  Count of cells resized by post-cts repair ........................ 0
  Setup repair bufs after CTS ........................ 0
  Clock H-tree levels ........................ 3
  Buffers from clock root to sink, at most ........................ 2
  Root Buffer ........................ clkbuf_16
  Inserted Clock Buffers ........................ 9
  # hold bufs at CTS ........................ 0

[Status]
  Stage at which the run stopped ........................ clock tree synthesis (4_1_cts)
  First error ........................ [error] [KeplerFormal.cpp:679] Workflow failed: Iso has multiple drivers: .PS2_CLK0, PS2_CLK$_DFFE_PN1P_.Q0
  Run status ........................ stopped before the end

[Placement]
  # port buffers ........................ 29
  Number of placed instances, taps included ........................ 1253
  GPL Wtd Cong ........................ 0.8983
  Placed wire-length estimate after detailed placement ........................ 15.68 mm

----------------------------------------------------
cells in the mapped netlist, drive strengths merged, types with 14 or more instances:
cell type	n	area share, %
a21o	15	1.3
nor2	68	2.8
mux2	35	4.4
xnor2	35	3.4
nor4	15	1.1
nor2b	26	1.8
nand3	42	2.3
nor3	32	1.9
a21oi	74	4.2
ha	77	11
inv	61	2.5
clkbuf	36	1.5
xor2	14	1.4
dfrtp	101	28
nand2	70	2.9
nand4	18	1.3
buf	22	1.6
o21ai	76	4.2
kinds of logic after synthesis:
group	count (synthesis)	share of synthesized area [%]
buffers and inverters	119	5.666
and+or+nand+nor	355	21.18
muxes	40	5.221
AOI/OAI and AO/OA	282	20.76
xor gates and xnor gates	49	4.859
adders and majority gates	80	11.28
DFF	111	31.05
through the flow:
stage,hold slack [ps],cell area [um2],worst slack (ps),util (%)
2_1_floorplan,358.1,8987,89.55,-
3_3_place_gp,362.8,9447,256.1,54.24
3_5_place_dp,365.3,9447,234.3,54.24
