**flow/run.sh**
```bash
#!/bin/bash
# OpenROAD 26Q1-2900-gdf79404cd8, Yosys 0.63+post, stock flow scripts
make -C /OpenROAD-flow-scripts/flow DESIGN_CONFIG=/design/flow/config.mk WORK_HOME=/design/flow/orfs finish
```
**flow/config.mk**
```make
export PLATFORM = sky130hd
export DESIGN_NAME = vga
export DESIGN_NICKNAME = vga
export VERILOG_FILES = /design/flow/design.v
export SDC_FILE = /design/flow/constraint.sdc
export NUM_CORES = 4
export LEC_CHECK = 1
export CORE_UTILIZATION = 30
```
**flow/constraint.sdc**
```tcl
current_design vga

set clk_period 9.1
set clk_io_pct 0.2

create_clock -name clk0 -period $clk_period [get_ports {clk25}]

set non_clock_inputs [all_inputs -no_clocks]
set_input_delay [expr $clk_period * $clk_io_pct] -clock clk0 $non_clock_inputs
set_output_delay [expr $clk_period * $clk_io_pct] -clock clk0 [all_outputs]
```
**flow/design.v**
```verilog
module vga
(
    input reset,  
	 output reg[20:0]vga_needed_sram_addr,  
	 output integer vga_current_3,  
	 output integer x,  
	 output integer y,  
	 input [2:0]r_in,  
	 input [2:0]g_in,  
	 input [2:0]b_in,  
	 output [2:0]r_out,  
	 output [2:0]g_out,  
	 output [2:0]b_out,  
     input clk25,  
	 output hs,  
	 output vs  
);
	 wire [19:0]AddrU2;
	 vga_funcmod U2
	 (
	   .CLOCK( clk25 ), 
	   .RESET( reset ),
	   .VGA_HSYNC( hs ), 
	   .VGA_VSYNC( vs ),
	   .oAddr( AddrU2 )
	 );			 
	 wire [8:0]DataU3;
	 assign DataU3[8:6] = r_in;
	 assign DataU3[5:3] = g_in;
	 assign DataU3[2:0] = b_in;
	 wire [19:0]AddrU4;
	 wire [8:0] VGAD;
	 vga_ctrlmod U4
	 (
	     .CLOCK( clk25 ),
		  .RESET( reset ),
		  .VGAD( VGAD ),
		  .iData( DataU3 ),
	     .oAddr( AddrU4 ),
	     .iAddr( AddrU2 )
	 );
	 assign r_out = VGAD[8:6];
	 assign g_out = VGAD[5:3];
	 assign b_out = VGAD[2:0];
	 always @(*) begin
	     x = {22'd0,AddrU4[9:0]};
		  y = {22'd0,AddrU4[19:10]};
		  vga_needed_sram_addr = (y * 214 + x / 3);
	 end
	 always @(posedge clk25) begin
	     if (!reset) begin
		      vga_current_3 <= 0;
		  end
		  else begin
				case (vga_current_3)
					 0: vga_current_3 <= 1;
					 1: vga_current_3 <= 2;
					 2: vga_current_3 <= 0;
				endcase
		  end
	 end
endmodule
module vga_ctrlmod
(
    input CLOCK, RESET,  
	 output [8:0]VGAD,  
	 output [20:0]oAddr,  
	 input [8:0]iData,  
	 input [19:0]iAddr  
);
	 parameter SA = 10'd96, SB = 10'd48, SC = 10'd640, SD = 10'd16, SE = 10'd800;
	 parameter SO = 10'd2, SP = 10'd33, SQ = 10'd480, SR = 10'd10, SS = 10'd525;
	 parameter XSIZE = 10'd640, YSIZE = 10'd480, XOFF = 10'd5, YOFF = 10'd0; 
	 wire isX = ( (iAddr[19:10] >= SA + SB - XOFF ) && ( iAddr[19:10] <= SA + SB - XOFF + XSIZE -1) );
	 wire isY = ( (iAddr[9:0] >= SO + SP + YOFF ) && ( iAddr[9:0] <= SO + SP + YOFF + YSIZE -1) );
	 wire isReady = isX & isY;
	 wire [9:0] x = iAddr[19:10] + XOFF - SA - SB; 
	 wire [9:0] y = iAddr[9:0] + YOFF - SO - SP;
	 reg [19:0]D1;
	 reg [8:0]rVGAD;
     always @ ( posedge CLOCK or negedge RESET )
	     if( !RESET )
		      begin
				    D1 <= 20'd0;
				    rVGAD <= 9'd0;
				end
			else
			   begin
					 if( isReady )
					     D1 <= {y , x}; 
					 else
					     D1 <= 20'd0;
					 rVGAD <= isReady ? iData : 9'b000000000;
				end
	assign VGAD = rVGAD;
	assign oAddr = D1;
endmodule
module vga_funcmod 
(
    input CLOCK, RESET,  
	 output VGA_HSYNC, VGA_VSYNC,  
	 output [19:0]oAddr   
);
    parameter SA = 10'd96, SE = 10'd800;
	 parameter SO = 10'd2, SS = 10'd525;
    reg [9:0]C1;
	 reg [9:0]C2;
	 reg rH,rV;
	 always @ ( posedge CLOCK or negedge RESET )
	     if( !RESET )
		      begin
				    C1 <= 10'd0;
					 C2 <= 10'd0;
					 rH <= 1'b1;
					 rV <= 1'b1;
				end
		  else 
		      begin
					 if( C1 == SE -1 ) rH <= 1'b0; 
				     else if( C1 == SA -1  ) rH <= 1'b1;
					 if( C2 == SS -1 ) rV <= 1'b0;
					 else if( C2 == SO -1  ) rV <= 1'b1;
					 if( C2 == SS -1 ) C2 <= 10'd0;
					 else if( C1 == SE -1 ) C2 <= C2 + 1'b1;
				    if( C1 == SE -1 ) C1 <= 10'd0;
					 else C1 <= C1 + 1'b1;
				end
	 reg [1:0]B1,B2,B3;
    always @ ( posedge CLOCK or negedge RESET )
	     if( !RESET )
		      {  B3, B2, B1 } <= 6'b11_11_11;
		  else
		      begin
				    B1 <= { rH,rV };
				    B2 <= B1;
					 B3 <= B2;
				end	
	 assign { VGA_HSYNC, VGA_VSYNC } = B3;
	 assign oAddr = {C1,C2};
endmodule
```
==> notes.md <==
The implementation run finished. Critical path buffer and inverter count landed at 2. Data on the critical path is required at its endpoint by 7.28 ns. Post-route clock period utilization landed at 95.2%. Transition at the pin with the smallest max-transition slack landed at 0.892 ns. The via count of the first global-routing pass came to approximately 4.5k. The worst register-to-register path begins at U2.C1[0]. The pre-antenna-repair detailed-routing pass consisted of 5 iterations. Post-DP HPWL landed at 9750 um. RePlAce ended its routability-driven mode at a weighted congestion of 0.932.

For reference, full adder, half adder and majority cells occupy 19.1% of the area reported after synthesis. Worst reg-to-reg setup slack landed at 6.62 ns. The most critical min-delay path falls under flip-flop to flip-flop.

Highest cell delay on the worst timing path landed at about 0.5 ns. Yosys-reported design area after synthesis landed at 6360 um^2. Hold is met by 0.353 ns. Per the GRT log, the top usage layer is met2. After floorplanning, the core was sized to cover between 20,000 and 25,000 um^2. The floorplan has between 50 and 60 rows. For met3 alone, demand over resource in global routing was 1.42%. Per the final report, max-transition violations number 0. Fraction of post-synthesis cell area in the top cell type by area landed at 19.3%. Fraction of the core area occupied by cells at floorplan landed at 31.1%. Number of CTS-inserted buffers landed at 9. By area the synthesized netlist is led by dfrtp_1 19%, ha_1 13%, buf_4 9.2%.

Among all flip-flop cells after synthesis, the most frequent one is dfrtp_1. Accumulated negative setup slack landed at 0 ns. Power density relative to cell area landed at 86.3 nW/um^2. Wire length of the first global-routing pass landed at about 22,000 um. Maximum frequency from static timing analysis landed at 0.115 GHz.

In this run the layout overhead on the synthesized area is reported as 14.5%. Dividing the detail-routed via count by the number of cells gives about 4.6. Headroom to the max-slew limit landed at 39.0%. The detailed placer reported the number of placed instances as 1,068. Total inserted antenna cells landed at 0. Number of warnings the tools reported landed at 31. Final count of hold timing violations landed at 0. Number of synthesized flops with an enable pin landed at 0.

Per the timing report, the most critical flop-to-flop path finishes at U2.C2[9]. Total wirelength of the detailed-routed design landed at 12,900 um. After floorplanning, the die was sized to cover 21,800 um^2. Looking at the setup timing report, the critical path kind is flip-flop to primary output. Excluding fillers, the count of instances in the completed layout stands at roughly 1.1k. The synthesis report lists the Yosys warning total as 4. The worst setup path is captured at a primary output. STA classifies the critical path startpoint as a flip-flop. Height of the die landed at 148 um. Per the timing report, the biggest fanout along the worst path comes to 16. According to the floorplan report, the die width is 148 um.

The timing report shows the most common cell along the critical path to be a21oi_1. Share of synthesized area occupied by flip-flops and latches landed at 23.2%. The flow ran to the end, and the final reports show no timing, DRC or antenna violations. Synthesized flop and latch total landed at 59. Final critical-path required period landed at slightly below 9 ns. Final non-filler cell area landed at 7290 um^2. Per the synthesis report, the XOR/XNOR share of the synthesized area is under 10%. Cell depth of the worst hold path landed at 0. Fraction of final layout cells sized beyond drive strength 1 landed at 6.50%.

The filler cells instantiated in the layout total 2,097. Port buffering added between 60 and 70 buffers. Per the CTS log, the maximum H-tree level is 3. On the worst setup and hold paths after CTS, the clock-pin slew comes to 0.05 ns. Compound-gate portion of the synthesized area landed at about 14%. Number of failing setup endpoints in the final timing report landed at 0.

TritonCTS built the clock tree. In this run the clock root is driven by a clkbuf_16. Per the detailed placement report, the placed cell area equals 6930 um^2.

For this run the aggregate overflow at the end of global routing stands at 0. Peak supply drop landed at 0.0847 mV. The largest total area in the synthesized netlist belongs to dfrtp_1. After synthesis the cells add up to 6360 um^2. The timing report shows that the slowest cell on the worst path is dfrtp_2. The global routing report lists met1 layer usage as 19.0%. Once iteration 0 of detailed routing completed, the report listed between 200 and 300 DRC markers.

Synthesized instance count landed at 763. Number of buffers between clock root and the deepest sink landed at 2. The synthesis report gives the async set-or-reset register share as 96.6%. The tool flagged a number of max-cap violations equal to 0.

Data arrives at the worst endpoint at 6.85 ns. STA shows the worst min-delay path finishing at U2.B2[1]. Grouping non-sequential cells by family puts the most area in adder cells. Number of standard cells reported by yosys landed at 763.

Setup repair after global routing left no endpoint under its margin. In the layout the commonest cells are 85 x inv_1, 76 x conb_1, 75 x nor2_1, 67 x ha_1, 61 x clkdlybuf4s50_1. The library cell used most frequently in the layout, excluding fill and tap cells, is inv_1.

Entering global routing, the biggest net connects 60 pins. CTS sink count landed at 59. Global routing used approximately 19% of the available met2 tracks.

Number of unique standard cell types used by synthesis landed at approximately 74. The number of antenna violations at the first check in global routing came to 0. STA shows the worst reg2reg path with a cell count of 11.

Number of vias after detailed routing landed at 4,977. DRC violation count after routing landed at 0. The kind of cell with the highest combined delay along the critical path is simple AND/OR/NAND/NOR gates.

Number of primary I/O pins landed at 139. A synthesized cell averages 8.34 um^2. Static power due to leakage landed at 3.57 nW. Clock skew on the completed layout was measured at 0.00620 ns. For the worst min-delay path, the startpoint reported by OpenROAD is U2.B1[1]. Later-pin clock latency in the skew report landed at ~0.32 ns. Multiplexer cells account for 0.944% of the synthesized area. Routed length per placed instance landed at between 10 and 15 um. The detail route stage leaves a number of antenna-violating nets equal to 0. Per the synthesis report, the simple-gate share of the synthesized area is 18.7%. Post-cts hold-fix buffer tally landed at 0. Global routing usage summed across all routing layers landed at 12.3%.
[metal layers]
metal / vias up / part of all wire [%]
met5: - / 0
met4: 0 / 0.82
met3: 12 / 5.1
met2: 142 / 45
met1: 2273 / 49
li1: 2550 / -
[layout make-up]
cell class | count | area, um^2 | share of cell area, %
well taps | 270 | 338 | 4.63
clock buffers | 12 | 267 | 3.66
repair buffers | 70 | 676 | 9.27
inverters | 86 | 323 | 4.43
clock inverters | 4 | 47.5 | 0.652
flip-flops and latches | 59 | 1480 | 20.3
multi-input cells | 585 | 4160 | 57.1
[registers in the layout, indices dropped and copies added, names as in the netlist]
signal,flops
U2.C1,10
U2.rH,1
U2.B1,2
U2.B3,2
U2.C2,10
U4.D1,20
U4.rVGAD,9
vga_current_3,2
U2.B2,2
U2.rV,1
[timing repair]
| item | 4_1_cts | 5_1_grt |
|---|---|---|
| setup endpoints to repair | 0 | 4 |
| setup buffers | 0 | 2 |
| resized | 0 | 6 |
[stage by stage]
step	utilization (%)	setup WS, ns	total power, W
detailed placement	33.8	0.565	0.000291
global placement	33.8	0.701	0.000291
finish	35.6	0.434	0.000629
CTS	35.4	0.195	0.000640
floorplan	-	1.46	0.000299
global route	35.6	0.00473	0.000657
[cell usage after synthesis, types with 3 or more instances]
cell type,number
a211oi_1,6
nand4_1,13
nor3_1,18
xor2_1,20
clkbuf_1,24
a21oi_1,33
nor4b_1,5
nand2b_1,5
xnor2_1,36
dfstp_2,8
or4_1,3
o21ai_0,21
o21a_1,6
a31oi_1,7
nand3_1,14
nand3b_1,4
and3_1,8
nand2_1,45
or3_1,3
nor2_1,76
o211ai_1,8
inv_1,85
nor4_1,4
a221o_1,3
ha_1,67
o311ai_1,4
fa_1,19
a221oi_1,3
o31ai_1,5
nor2b_1,9
mux2i_1,6
o21bai_1,6
a21o_1,5
dfrtp_1,49
buf_2,4
buf_4,78
[worst max path at each step]
stage     startpoint                       end  depth (start not counted)
4_1_cts     U4.D1[8]  vga_needed_sram_addr[17]                         27
5_1_grt     U4.D1[8]  vga_needed_sram_addr[17]                         28
6_report    U4.D1[8]  vga_needed_sram_addr[17]                         28
[kinds of logic (layout without fill, tap and decap cells)]
kind of cell               Yosys count  after routing
and+or+nand+nor                    231            231
buffers and inverters              194            172
AOI/OAI and AO/OA                  129            129
adders and majority gates           86             86
DFF                                 59             59
xor gates and xnor gates            57             57
muxes                                6              6
other                                1             76
[where the power goes]
part | switching (W) | internal [W] | total (W) | leakage, nW
clock network | 0.000111 | 0.000233 | 0.000344 | 0.155
logic | 0.00000885 | 0.0000100 | 0.0000189 | 2.64
registers | 0.00000210 | 0.000265 | 0.000267 | 0.773
total | 0.000122 | 0.000508 | 0.000629 | 3.57
No activity file was given, so power comes from the tool's default toggle rates.
